[design.v]
module PIPELINE_DE (
    input wire [31:0] inst_d,
    input wire reg_write_d,
    input wire mem_to_reg_d,
    input wire mem_write_d,
    input wire [4:0] alu_control_d,
    input wire alu_src_d,
    input wire reg_dst_d,
    input wire [31:0] read_data_1_d,
    input wire [31:0] read_data_2_d,
    input wire [4:0] rs_d,
    input wire [4:0] rt_d,
    input wire [4:0] rd_d,
    input wire [31:0] sign_imm_d,
    input wire upper_d,
    input wire jal_d,
    input wire syscall_d,
    input wire clk,
    input wire sig_clr,
    output reg [31:0] inst_e,
    output reg reg_write_e,
    output reg mem_to_reg_e,
    output reg mem_write_e,
    output reg [4:0] alu_control_e,
    output reg alu_src_e,
    output reg reg_dst_e,
    output reg [31:0] read_data_1_e,
    output reg [31:0] read_data_2_e,
    output reg [4:0] rs_e,
    output reg [4:0] rt_e,
    output reg [4:0] rd_e,
    output reg [31:0] sign_imm_e,
    output reg upper_e,
    output reg jal_e,
    output reg syscall_e);
  initial begin
    reg_write_e <= 0;
    mem_to_reg_e <= 0;
    mem_write_e <= 0;
    alu_control_e <= 0;
    alu_src_e <= 0;
    reg_dst_e <= 0;
    read_data_1_e <= 0;
    read_data_2_e <= 0;
    rs_e <= 0;
    rt_e <= 0;
    rd_e <= 0;
    sign_imm_e <= 0;
    upper_e <= 0;
    jal_e <= 0;
    syscall_e <= 0;
    inst_e <= 0;
  end
  always @(posedge clk) begin
    if (sig_clr == 1) begin
      reg_write_e <= 0;
      mem_to_reg_e <= 0;
      mem_write_e <= 0;
      alu_control_e <= 0;
      alu_src_e <= 0;
      reg_dst_e <= 0;
      read_data_1_e <= 0;
      read_data_2_e <= 0;
      rs_e <= 0;
      rt_e <= 0;
      rd_e <= 0;
      sign_imm_e <= 0;
      upper_e <= 0;
      jal_e <= 0;
      syscall_e <= 0;
      inst_e <= 0;
    end
    else begin
      reg_write_e <= reg_write_d;
      mem_to_reg_e <= mem_to_reg_d;
      mem_write_e <= mem_write_d;
      alu_control_e <= alu_control_d;
      alu_src_e <= alu_src_d;
      reg_dst_e <= reg_dst_d;
      read_data_1_e <= read_data_1_d;
      read_data_2_e <= read_data_2_d;
      rs_e <= rs_d;
      rt_e <= rt_d;
      rd_e <= rd_d;
      sign_imm_e <= sign_imm_d;
      upper_e <= upper_d;
      jal_e <= jal_d;
      syscall_e <= syscall_d;
      inst_e <= inst_d;
    end
  end
endmodule
[run.sh]
#!/bin/bash
# OpenROAD 26Q1-2900-gdf79404cd8, Yosys 0.63+post, stock flow scripts
make -C /OpenROAD-flow-scripts/flow DESIGN_CONFIG=/design/flow/config.mk WORK_HOME=/design/flow/orfs finish
[config.mk]
export PLATFORM = sky130hd
export DESIGN_NAME = PIPELINE_DE
export DESIGN_NICKNAME = PIPELINE_DE
export VERILOG_FILES = /design/flow/design.v
export SDC_FILE = /design/flow/constraint.sdc
export NUM_CORES = 4
export LEC_CHECK = 1
export CORE_AREA = 10 10 167 167
export DIE_AREA = 0 0 177 177
[constraint.sdc]
current_design PIPELINE_DE

set clk_period 1.0
set clk_io_pct 0.2

create_clock -name clk0 -period $clk_period [get_ports {clk}]

set non_clock_inputs [all_inputs -no_clocks]
set_input_delay [expr $clk_period * $clk_io_pct] -clock clk0 $non_clock_inputs
set_output_delay [expr $clk_period * $clk_io_pct] -clock clk0 [all_outputs]
==> qor.txt <==
status - finished with violations
failing checks - negative setup slack
syn_area_per_cell - 12.72 um2
Area Overhead vs Synth - 84.69%
Final Max Tran Viols - 0
Core Rows - 57
Worst EP arrival - 0.90 ns
DRC - 0
post-route minimum period - 1.100 ns
Design Power - 0.01457 W
num ports - 314
routed vias - 3324
Seq/Total Area, Yosys - 0.7462
post-synth top area cell - dfxtp_1
crit path launch type - flop
combinational power share - 0.090
Setup-failing EPs final - 151
period utilisation layout - 1.100
count of tool warnings - 27
worst slack, placed - -0.1976 ns
clock buffer depth - 2
Root Driver - clkbuf_16
CP bufs+invs - 1
worst-case vdd ir drop - 0.0009108 V
Distinct lib cells used - 5
Largest stage delay, worst path - 0.39 ns
area share of the largest cell type after synthesis - 0.7462
count leader, synth - dfxtp_1
Worst Tran Pin Value - 0.2034 ns
initial antenna violation count - 0
clock-pin slew on the worst setup and hold paths - 0.06 ns
Pre-antenna DRT Iters - 3
DPL Wire Length - 12.60 mm
worst min path class - in2reg
cell area power density - 1885 nW/um2
TritonCTS Buffers - 17
Leakage - 3.398 nW
top cells by count, synth - dfxtp_1, nor2b_1, buf_2
CTS tree - yes
top cells by area - dfxtp_1, nor2b_1, buf_2, and2b_1, clkbuf_1
register area - 3171 um2
WL/cell - 15.76 um
GPL Wtd Cong - 0.7852
die span in x - 177 um
drt total wl - 15.66 mm
FP Util - 0.1721
yosys stat cell total - 329
Placed Area - 7805 um2
ys async rst share - 0
post-route cell area - 7730 um2
f_max - 908.8 MHz
fin util - 0.3178
prevailing post-synth register cell - dfxtp_1
max cap viols - 0
DRT antenna net count - 0
CP delay by family, top - flip-flops
First DRT Iteration DRCs - 62
Sequential Power Share - 0.456
Critical Path Sink Type - primary output
fin cells - 994
Required @ worst endpoint - 0.80 ns
largest net degree at the start of global routing - 33
CP Cell Sequence - buf_6
Mapped Cells - 329
gr ovfl total - 0
die height - 177 um
Via density - 3.344
CTS H-Tree Depth - 4
Clock power frac - 0.454
first-pass GRT wire length - 22.78 mm
placed cells - 963
critical path type - reg2out
Syn Std Cell Area - 4185 um2
Core ar. - 24320 um2
critical path's slowest cell - dfxtp_4
Int Pwr - 0.01148 W
count of library flops with an enable pin - 0
Antenna Cells - 0
crit-path max FO - 1
RSZ-0062 raised after global routing - true
clock sink total - 156
final hold vios - 0
Tot GR Track Use - 0.09719
Psw - 0.003091 W
switch share - 0.2121
hold buffers post-CTS - 0
Worst slew margin - 0.8641
logic area - 978.4 um2
Die Size - 31330 um2
fillcell total - 2525
layout cells sized above 1 - 0.3463
I/O Buffers - 313
number of global-route vias before repair - 3593
ys flops - 156
Setup WS post-layout - -0.1003 ns
YS chip area - 4185 um2
yosys warns - 1
==> metrics by stage <==
step | hold WS (ns) | setup TNS [ns]
after floorplan | 0.3252 | 0
after global placement | 0.6308 | -0.8474
after detailed placement | 0.6345 | -0.7836
after CTS | 0.1950 | -7.280
after global routing | 0.2084 | -10.18
final | 0.2095 | -2.400
==> kinds of logic (layout without fill, tap and decap cells) <==
logic type    Yosys count  count (layout)  synth area share
buf+inv                17             358           0.02003
simple gates          156             156            0.2338
flops                 156             156            0.7462
==> power by group through the flow <==
stage / registers, W / clock network, W / logic (W)
after CTS: 0.00663 / 0.00689 / 0.00135
after global routing: 0.00667 / 0.00714 / 0.00146
final: 0.00664 / 0.00662 / 0.00131
==> path summary, 6_finish.rpt <==
path | start | endpoint | slack (ns) | cells past startpoint
worst max-delay path | read_data_2_e[12] | read_data_2_e[12] | -0.10 | 1
worst min-delay path | sig_clr | inst_e[30] | 0.21 | 3
==> sequential cells by signal, indices dropped and copies added, names as in the netlist, 5 cells and up <==
register,count
alu_control_e,5
inst_e,32
rd_e,5
read_data_1_e,32
read_data_2_e,32
rs_e,5
rt_e,5
sign_imm_e,32
==> layout make-up <==
| class | instances | share of cell area |
|---|---|---|
| Tap cell | 324 | 0.05244 |
| Clock inverter | 12 | 0.02104 |
| Multi-Input combinational cell | 156 | 0.1266 |
| Timing Repair Buffer | 327 | 0.3338 |
| Sequential cell | 156 | 0.4102 |
| Clock buffer | 19 | 0.05601 |
==> routing by layer <==
metal	routed length (um)	global-route usage	share of wire
met5	0	0	0
met4	153	0.01016	0.0098
met3	2389	0.06154	0.15
met2	6958	0.1542	0.44
met1	6162	0.1130	0.39
==> cell usage in the layout, fill, tap and decap left out, types with 4 or more instances in the layout <==
| master | count |
|---|---|
| clkdlybuf4s50_1 | 156 |
| nor2b_1 | 154 |
| buf_4 | 10 |
| buf_6 | 10 |
| dfxtp_1 | 124 |
| dfxtp_2 | 29 |
| buf_12 | 5 |
| clkinvlp_4 | 4 |
| buf_2 | 146 |
| clkbuf_16 | 17 |
==> what timing repair did <==
action	CTS	global route
setup buffers	0	0
endpoints found under the setup margin	156	156
resized	525	21
No activity file was given, so power comes from the tool's default toggle rates.
