`flow/run.sh`:
```
#!/bin/bash
# OpenROAD 26Q1-2900-gdf79404cd8, Yosys 0.63+post, stock flow scripts
make -C /OpenROAD-flow-scripts/flow DESIGN_CONFIG=/design/flow/config.mk WORK_HOME=/design/flow/orfs finish
```
`flow/constraint.sdc`:
```
current_design PIPELINE_EM

set clk_period 1.0
set clk_io_pct 0.2

create_clock -name clk0 -period $clk_period [get_ports {clk}]

set non_clock_inputs [all_inputs -no_clocks]
set_input_delay [expr $clk_period * $clk_io_pct] -clock clk0 $non_clock_inputs
set_output_delay [expr $clk_period * $clk_io_pct] -clock clk0 [all_outputs]
```
`flow/design.v`:
```
module PIPELINE_EM (
    input wire reg_write_e,
    input wire mem_to_reg_e,
    input wire mem_write_e,
    input wire [31:0] alu_result_e,
    input wire [31:0] write_data_e,
    input wire [4:0] write_reg_e,
    input wire upper_e,
    input wire syscall_e,
    input wire clk,
    output reg reg_write_m,
    output reg mem_to_reg_m,
    output reg mem_write_m,
    output reg [31:0] alu_result_m,
    output reg [31:0] write_data_m,
    output reg [4:0] write_reg_m,
    output reg upper_m,
    output reg syscall_m);
  initial begin
    reg_write_m <= 0;
    mem_to_reg_m <= 0;
    mem_write_m <= 0;
    alu_result_m <= 0;
    write_data_m <= 0;
    write_reg_m <= 0;
    upper_m <= 0;
    syscall_m <= 0;
  end
  always @(posedge clk) begin
    reg_write_m <= reg_write_e;
    mem_to_reg_m <= mem_to_reg_e;
    mem_write_m <= mem_write_e;
    alu_result_m <= alu_result_e;
    write_data_m <= write_data_e;
    write_reg_m <= write_reg_e;
    upper_m <= upper_e;
    syscall_m <= syscall_e;
  end
endmodule
```
`flow/config.mk`:
```
export PLATFORM = sky130hd
export DESIGN_NAME = PIPELINE_EM
export DESIGN_NICKNAME = PIPELINE_EM
export VERILOG_FILES = /design/flow/design.v
export SDC_FILE = /design/flow/constraint.sdc
export NUM_CORES = 4
export LEC_CHECK = 1
export CORE_UTILIZATION = 30
```
==> impl_metrics.env <==
# physical design summary
export IMPL_syn2layout_area_growth_pct=94.59
export IMPL_total_power_w=0.005778
export IMPL_drv_slew=0
export IMPL_ir_drop_mv=1.587
export IMPL_powerDensity_mw_per_mm2=2004
export IMPL_tightestPinTransition_ns=0.1034
export IMPL_cap_violations=0
export IMPL_path_delay_family="flip-flops"
export IMPL_min_path_type="in -> reg"
export IMPL_dp_slack_ns=-0.007390
export IMPL_top_area_share_pct=100.0
export IMPL_die_x_um=72.27
export IMPL_die_h_um=72.27
export IMPL_portBuffers=148
export IMPL_synth_cells=74
export IMPL_grtUsageTotal_pct=14.70
export IMPL_cp_num_cells=1
export IMPL_setup_tns_ns=0
export IMPL_clk_pin_slew_ns=0.07
export IMPL_synth_top_cell_by_area="dfxtp_1"
export IMPL_grt_pass1_vias=1126
export IMPL_dr_pass1_iters=4
export IMPL_slew_headroom_pct=93.11
export IMPL_dieArea_mm2=0.005223
export IMPL_num_io_pins=149
export IMPL_grt_pass1_wl_um=5513
export IMPL_ys_cells=74
export IMPL_worst_path_max_delay_cell="dfxtp_2"
export IMPL_synth_area_mm2=0.001481
export IMPL_coreArea_mm2=0.004723
export IMPL_gp_congestion=0.7474
export IMPL_crit_path_start_kind="flop"
export IMPL_setup_viol=0
export IMPL_seq_power_share_pct=54.4
export IMPL_crit_arrival_ns=0.75
export IMPL_fin_crit_sh_pct=95.42
export IMPL_ys_ff=74
export IMPL_yosysWarnings=1
export IMPL_fin_ws_ns=0.04583
export IMPL_grt_ovfl_total=0
export IMPL_comb_power_share_pct=7.0
export IMPL_totalWireLength_um=3945
export IMPL_antenna_found_initial=0
export IMPL_cts_hold_buffers=0
export IMPL_drt_iter0_markers=7
export IMPL_hold_end="write_data_m[22]"
export IMPL_grt_max_degree=12
export IMPL_clockRootBuffer="clkbuf_8"
export IMPL_warnings=26
export IMPL_dr_total_vias=1124
export IMPL_grt_setup_unrepaired="no"
export IMPL_comb_area_um2=0
export IMPL_max_freq_mhz=1048
export IMPL_synth_cell_types=1
export IMPL_ys_seq_share_pct=100.0
export IMPL_clk_path_buf_depth=2
export IMPL_p_int_w=0.004740
export IMPL_drive_above_1_share_pct=39.50
export IMPL_cts_tree="yes"
export IMPL_synthTopCellsByCount="74 x dfxtp_1"
export IMPL_vias_per_cell=3.685
export IMPL_drc=0
export IMPL_layout_min_cycle_time_ns=0.9542
export IMPL_synth_edff_count=0
export IMPL_cts_made_buffers=9
export IMPL_clock_sinks=74
export IMPL_top_cells_by_area="dfxtp_1 100%"
export IMPL_hold_viol=0
export IMPL_drtAntennaViolNets=0
export IMPL_crit_fanout=1
export IMPL_crit_path_start="write_data_m[12]"
export IMPL_holdPathStages=1
export IMPL_logic_gates=0
export IMPL_worstHoldStart="write_data_e[22]"
export IMPL_clockPowerShare_pct=38.7
export IMPL_antennaDiodeCount=0
export IMPL_status="finished, final reports clean"
export IMPL_most_common_cell="dfxtp_1"
export IMPL_required_ns=0.80
export IMPL_end_kind="output pin"
export IMPL_path_buffers=1
export IMPL_rows=25
export IMPL_swShare_pct=17.97
export IMPL_ys_area_mm2=0.001481
export IMPL_fp_util_pct=31.36
export IMPL_critical_path_max_stage_delay_ns=0.32
export IMPL_ys_async_sr_fraction_pct=0
export IMPL_h_tree_depth=3
export IMPL_p_sw_w=0.001038
export IMPL_crit_chain="buf_2"
export IMPL_crit_type="reg -> out"
export IMPL_avgRoutedWirePerCell_um=12.93
export IMPL_syn_avg_cell_area_um2=20.02
export IMPL_flop_cell="dfxtp_1"
export IMPL_cellLeakagePower_nw=1.306
==> layer usage <==
layer | GRT usage, % | vias to the layer above | part of all wire (%)
li1 | - | 543 | -
met3 | 6.056 | 11 | 14
met1 | 21.06 | 479 | 39
met5 | 0 | - | 0
met2 | 21.81 | 91 | 44
met4 | 3.486 | 0 | 2.5
==> area by class of cell <==
| class | count | area [um^2] |
|---|---|---|
| flip-flops and latches | 74 | 1490 |
| clock buffers | 14 | 162.7 |
| repair buffers | 148 | 1111 |
| well taps | 67 | 83.83 |
| fillers | 384 | 1841 |
| clock inverters | 2 | 35.03 |
==> flip-flops by register name, summed over array words and instances, names as in the netlist <==
name / flops
write_data_m: 32
mem_to_reg_m: 1
mem_write_m: 1
reg_write_m: 1
alu_result_m: 32
write_reg_m: 5
syscall_m: 1
upper_m: 1
==> power groups by stage <==
stage | logic (W) | registers (W) | clock network (W)
after CTS | 0.000411 | 0.00314 | 0.00229
after global routing | 0.000435 | 0.00315 | 0.00245
final | 0.000402 | 0.00314 | 0.00223
==> how the worst max path moves through the flow <==
stage / to
5_1_grt: alu_result_m[2]
4_1_cts: write_data_m[16]
6_report: write_data_m[12]
==> metrics by stage <==
step | utilization [%] | hold slack (ns) | std cells | cell area [um^2]
finish | 61.03 | 0.3046 | 305 | 2883
global route | 61.03 | 0.2871 | 305 | 2883
CTS | 61.11 | 0.2889 | 305 | 2887
detailed placement | 64.50 | 0.6516 | 289 | 3047
global placement | 64.50 | 0.6497 | 289 | 3047
floorplan | - | 0.2277 | 74 | 1481
==> cell usage in the layout (no fill, tap or decap), drive strengths merged <==
cell and count:
dfxtp 74, clkbuf 15, clkdlybuf4s50 74, bufinv 1, clkinv 1, buf 73
==> kinds of logic (layout without fill, tap and decap cells) <==
group                  Yosys count  in the layout  synth area share (%)
flip-flops                      74             74                 100.0
buffers and inverters            0            164                     0
==> timing repair <==
| item | in CTS | in global routing |
|---|---|---|
| cloned | 0 | 0 |
| setup buffers | 0 | 0 |
| gates resized | 230 | 2 |
| setup endpoints to repair | 74 | 1 |
Power is estimated from default activity; no workload was simulated.
