**flow/config.mk**
```make
export PLATFORM = sky130hd
export DESIGN_NAME = PIPELINE_MW
export DESIGN_NICKNAME = PIPELINE_MW
export VERILOG_FILES = /design/flow/design.v
export SDC_FILE = /design/flow/constraint.sdc
export NUM_CORES = 4
export LEC_CHECK = 1
export CORE_UTILIZATION = 30
```
**flow/constraint.sdc**
```tcl
current_design PIPELINE_MW

set clk_period 1.0
set clk_io_pct 0.2

create_clock -name clk0 -period $clk_period [get_ports {clk}]

set non_clock_inputs [all_inputs -no_clocks]
set_input_delay [expr $clk_period * $clk_io_pct] -clock clk0 $non_clock_inputs
set_output_delay [expr $clk_period * $clk_io_pct] -clock clk0 [all_outputs]
```
**flow/design.v**
```verilog
module PIPELINE_MW (
    input reg_write_m,
    input mem_to_reg_m,
    input [31:0] alu_result_m,
    input [31:0] read_data_m,
    input [4:0] write_reg_m,
    input wire upper_m,
    input wire syscall_m,
    input clk,
    output reg reg_write_w,
    output reg mem_to_reg_w,
    output reg [31:0] alu_result_w,
    output reg [31:0] read_data_w,
    output reg [4:0] write_reg_w,
    output reg upper_w,
    output reg syscall_w);
  initial begin
    reg_write_w <= 0;
    mem_to_reg_w <= 0;
    alu_result_w <= 0;
    read_data_w <= 0;
    write_reg_w <= 0;
    upper_w <= 0;
    syscall_w <= 0;
  end
  always @(posedge clk) begin
    reg_write_w <= reg_write_m;
    mem_to_reg_w <= mem_to_reg_m;
    alu_result_w <= alu_result_m;
    read_data_w <= read_data_m;
    write_reg_w <= write_reg_m;
    upper_w <= upper_m;
    syscall_w <= syscall_m;
  end
endmodule
```
**flow/run.sh**
```bash
#!/bin/bash
# OpenROAD 26Q1-2900-gdf79404cd8, Yosys 0.63+post, stock flow scripts
make -C /OpenROAD-flow-scripts/flow DESIGN_CONFIG=/design/flow/config.mk WORK_HOME=/design/flow/orfs finish
```
==> run_results.csv <==
group,metric,value,unit
run_status,outcome,"completed",
clock_tree,cts.sinks,73,
final_timing,fin_crit,0.950,ns
drt,vias_per_cell,3.96,
synthesis,area_leaders,"dfxtp_1 100%",
job,warnings,26,
drt,drt_iter0_markers,16,
drt,detail_route.drc_violations,0,
floorplanning,ioPinCount,147,
worst_setup_path,critPathBufInv,1,
worst_setup_path,cp-start-kind,"flip-flop",
synthesis,yosysTopAreaCellShare,100,%
drt,avgRoutedWirePerCell,12.5,um
clock_tree,cts_hold_buf,0,
grt,grt_pass1_wl,5370,um
synthesis,ys.flops,73,
placed_design,dp_cells,273,
clock_tree,clockBufferDepth,2,
final_timing,slew_viol_final,0,
worst_setup_path,crit_family,"flip-flops",
worst_setup_path,cp-end-kind,"primary output",
worst_setup_path,critical_path_class,"flip-flop to primary output",
synthesis,synth-warning-count,1,
final_timing,setup_viol,0,
clock_tree,cts_tree,"yes",
job,drv_cap,0,
worst_setup_path,critPathMaxStageDelay,0.32,ns
drt,dr.pass1.iters,4,
floorplanning,core-area,0.00469,mm2
cells_and_area,final_util,59.7,%
synthesis,yosys.area.top_type,"dfxtp_1",
final_timing,fin_setup_tns,0,ns
synthesis,syn_inst,73,
pwr,peakVddDrop,0.000958,V
cells_and_area,mi_logic_area,0,um2
drt,antenna_left,0,
placed_design,placed_cell_area,0.00299,mm2
floorplanning,dieArea,0.00515,mm2
worst_setup_path,cp_data_arrival_time,0.75,ns
placed_design,port_buffers,146,
grt,grt_usage,14.3,%
grt,antenna_found_initial,0,
final_timing,layout_setup_ws,0.0498,ns
clock_tree,cts.htree.levels,3,
floorplanning,rows,25,
synthesis,avgSynthCellArea,20.0,um2
cells_and_area,drive_above_1_share,40.3,%
synthesis,yosysSeqAreaShare,100,%
drt,via_count,1136,
synthesis,ys_area,0.00146,mm2
worst_setup_path,crit_slowest_cell,"dfxtp_2",
final_timing,slew_headroom,93.3,%
placed_design,detailedPlace.worstSlack,0.0337,ns
pwr,power_per_cell_area,1920,mW/mm2
placed_design,gp_congestion,0.764,
clock_tree,cts_setup_buffers,0,
clock_tree,cts-buffers-inserted,9,
cells_and_area,comb_cells,0,
worst_setup_path,cp.required,0.80,ns
grt,grt-ovfl-total,0,
clock_tree,root_buffer,"clkbuf_8",
synthesis,ys_cells,73,
synthesis,synth.distinct_cells,1,
final_timing,rsz0062_at_grt,"false",
cells_and_area,lay_top_count,"clkdlybuf4s50_1",
worst_setup_path,crit_chain,"buf_2",
final_timing,post-route-period-util,95.0,%
final_timing,max_freq,1.05,GHz
worst_setup_path,crit_path_max_fanout,1,
hold_path,hold_path_class,"input pin to flip-flop",
clock_tree,clkSlewWorstSetupHoldPaths,0.07,ns
drt,wirelength,3580,um
cells_and_area,stdcell_area,0.00280,mm2
floorplanning,fp.dieW,71.8,um
synthesis,synth_area,0.00146,mm2
grt,grt_pass1_vias,1123,
placed_design,hpwl,2710,um
final_timing,tightestPinTransition,0.100,ns
pwr,p_leak,1.27,nW
final_timing,hold_viol,0,
floorplanning,die_h,71.8,um
cells_and_area,areaGrowthSynthToFinish,91.6,%
cells_and_area,final_cells,287,
grt,grt_max_degree,11,
floorplanning,fp_util,31.1,%
cells_and_area,lay_top_cells,"73 x clkdlybuf4s50_1, 70 x buf_2, 63 x dfxtp_1, 11 x clkbuf_8, 10 x dfxtp_2",
drt,num_antenna_cells,0,
## registers in the layout, indices dropped and copies added (netlist names)
| signal | flops |
|---|---|
| reg_write_w | 1 |
| write_reg_w | 5 |
| upper_w | 1 |
| syscall_w | 1 |
| mem_to_reg_w | 1 |
| alu_result_w | 32 |
| read_data_w | 32 |
## cell usage after synthesis
cell type  number
dfxtp_1        73
## routing by layer
layer	GRT usage, %	up-vias	part of all wire, %
met1	19.7	498	40
met3	7.28	11	16
met2	20.6	91	41
li1	-	536	-
met5	0	-	0
met4	3.70	0	2.8
## final cells by class
type / instances / area (um2)
Clock buffer: 14 / 163
Sequential cell: 73 / 1470
Timing Repair Buffer: 146 / 1100
Fill cell: 407 / 1890
Tap cell: 54 / 67.6
## per-stage QoR
step	hold WS [ns]	power [mW]
2_1_floorplan	0.228	3.12
3_3_place_gp	0.649	3.71
3_5_place_dp	0.652	3.71
4_1_cts	0.294	5.46
5_1_grt	0.293	5.64
6_report	0.310	5.38
## path summary, 6_finish.rpt
path / startpoint / endpoint / slack, ns / cells after the start
min: alu_result_m[20] / alu_result_w[20] / 0.31 / 1
max: read_data_w[22] / read_data_w[22] / 0.05 / 1
## cell families (layout without fill, tap and decap cells)
group,count (synthesis),in the layout,synth area share [%]
buffers and inverters,0,160,0
flip-flops,73,73,100
## report_power, final
part / leakage (nW) / total, mW / switching, mW / internal [mW]
Combinational: 0.573 / 0.390 / 0.0525 / 0.338
Sequential: 0.616 / 3.10 / 0.0327 / 3.07
Clock: 0.0826 / 1.89 / 0.878 / 1.01
Total: 1.27 / 5.38 / 0.963 / 4.42
## what timing repair did
action                     4_1_cts  5_1_grt
setup endpoints to repair       73        3
cloned                           0        0
pin swaps                        0        0
resized                        225        4
hold endpoints to repair         0        0
Power is estimated from default activity; no workload was simulated.
